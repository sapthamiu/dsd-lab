==> /design/flow/design.v <==
module exercise4(a,b,p);
	input [2:0] a, b;
	output [5:0] p;
	wire w1, w2, w3, w4;
	assign p[0] = a[0] & b[0];
	assign p[1] = (a[1] & b[0]) ^ (a[0] & b[1]);
	assign   w1 = (a[1] & b[0]) & (a[0] & b[1]);
	assign p[2] = w1 ^ (a[2] & b[0]) ^ (a[1] & b[1]) ^ (a[0] & b[2]);
	assign   w2 = w1 & (a[2] & b[0]) & (a[1] & b[1]) & (a[0] & b[2]);
	assign p[3] = w2 ^ (a[2] & b[1]) ^ (a[1] & b[2]);
	assign   w3 = w2 & (a[2] & b[1]) & (a[1] & b[2]);
	assign p[4] = w3 ^ (a[2] & b[2]);
	assign w4 = w3 & (a[2] & b[2]);
	assign p[5] = w4;
endmodule
==> /design/flow/run.sh <==
#!/bin/bash
# OpenROAD 26Q1-2900-gdf79404cd8, Yosys 0.63+post, stock flow scripts
make -C /OpenROAD-flow-scripts/flow DESIGN_CONFIG=/design/flow/config.mk WORK_HOME=/design/flow/orfs finish
==> /design/flow/config.mk <==
export PLATFORM = sky130hd
export DESIGN_NAME = exercise4
export DESIGN_NICKNAME = exercise4
export VERILOG_FILES = /design/flow/design.v
export SDC_FILE = /design/flow/constraint.sdc
export NUM_CORES = 4
export LEC_CHECK = 1
export CORE_AREA = 10 10 70 70
export DIE_AREA = 0 0 80 80
export SYNTH_HDL_FRONTEND = slang
==> /design/flow/constraint.sdc <==
current_design exercise4

set clk_period 1.0
set clk_io_pct 0.2

create_clock -name clk0 -period $clk_period

set non_clock_inputs [all_inputs -no_clocks]
set_input_delay [expr $clk_period * $clk_io_pct] -clock clk0 $non_clock_inputs
set_output_delay [expr $clk_period * $clk_io_pct] -clock clk0 [all_outputs]
==> impl_metrics.toml <==
# generated from flow reports
[status]
status = "finished, violations left"
failed_checks = "negative setup slack"

[worst_setup_path]
max_stage_delay_ps = 230
path_class = "in -> out"
crit_family = "adder cells"
critPathCaptureType = "output pin"
worst_ep_arrival_time_ps = 1480
critPathMostFrequentCell = "ha_4"
path_depth = 10
crit_path_start_kind = "primary input"
crit_slowest_cell = "ha_4"
path_cells = "buf_6 > and2_4 > ha_4 > ha_4 > nand3_4 > nor2_4 > ha_4 > and3_4 > ha_4 > buf_6"
required_ps = 800
timing.critical_path.buf_inv = 2
critPathMaxFanout = 2

[global_route]
antenna_found_initial = 0
grt_overflow = 0
grt_use_total = 0.0190
grt_pass1_wl_um = 1010
grt_pass1_vias = 203
grt_max_degree = 4

[drt]
viasPerCell = 2.38
wirelength_um = 603
dr.first_iter.drc_count = 0
wire_per_inst_um = 7.35
drtAntennaViolNets = 0
firstDrtPassIters = 1
drcViolationCount = 0
via_count = 195
diodes = 0

[sta]
rsz0062_at_grt = "yes"
worst_pin_slew_ps = 126
post-route-min-period_ps = 1680
setup-tns-final_ps = -2350
slew_headroom = 0.916
fin_crit_sh = 1.68
setup_viol = 5
fmax_mhz = 597
maxSlewViolCount = 0
setup_ws_ps = -676
hold_violations = 0

[layout]
regArea_sq_um = 0
flops = 0
fillers = 382
finish.utilization = 0.133
postLayoutCellArea_sq_um = 454
clkbuf_count = 0
mostFrequentLayoutCells = "6 x buf_6, 6 x buf_4, 4 x and2_4, 4 x ha_4"
syn_to_final_growth_pct = 190
drive_gt1_frac = 0.778

[yosys]
synth_cell_types = 10
syn-instance-count = 19
netlist_area_sq_um = 156
ys_warn_count = 0
yosys_cells = 19
ys_seq_frac = 0
avgSynthCellArea_sq_um = 8.23
ys_area_sq_um = 156

[cts]
hold_buffers = 0

[hold_path]
min_path_cells = 4
hold_class = "in -> out"

[power_and_ir_drop]
powerDensity_nw_per_um2 = 314
vdd_drop_max_mv = 0.0529
p_leak_nw = 0.186

[run]
drv_cap = 0
warnings = 35

[placement]
placed_area_sq_um = 418
gp_congestion = 0.684
port_buffers = 12
dpl.hpwl_um = 501

[floorplan]
dieArea_sq_um = 6400
io_pins = 12
fp_util = 0.0458
core_sq_um = 3420
rows = 21
die_h_um = 80
die_w_um = 80
metal layers:
metal | share of wire | vias to the layer above | wire length, um | GRT usage
met3 | 0.21 | 0 | 128 | 0.0148
met5 | 0 | - | 0 | 0
met4 | 0 | 0 | 0 | 0
met2 | 0.34 | 11 | 206 | 0.0249
met1 | 0.44 | 86 | 268 | 0.0251
li1 | - | 98 | - | -
final timing paths:
check / start / to / slack, ps
worst max-delay path: b[1] / p[4] / -680
worst min-delay path: b[1] / p[1] / 810
synthesized netlist by cell type:
cell / count / share of area
and3_2: 1 / 0.048
xnor2_1: 1 / 0.056
nor2_1: 1 / 0.024
and2_1: 5 / 0.20
nand2_1: 3 / 0.072
xor3_1: 1 / 0.15
ha_1: 4 / 0.32
buf_4: 1 / 0.048
and2_2: 1 / 0.048
nand3_1: 1 / 0.032
kinds of logic after synthesis:
| family | Yosys count | share of synthesized area |
|---|---|---|
| buf+inv | 1 | 0.0480 |
| fa+ha+maj | 4 | 0.320 |
| simple gates | 12 | 0.424 |
| xor+xnor | 2 | 0.208 |
power by group:
part | internal (mW) | switching (mW)
Combinational | 0.0955 | 0.0473
Sequential | 0 | 0
Clock | 0 | 0
what timing repair did:
item	CTS	global route
setup buffers	1	0
endpoints found under the setup margin	6	6
pin swaps	9	2
gates resized	40	7
metrics by stage:
step	total power, mW	worst slack, ps	cells	hold slack, ps
after floorplan	0.0400	-456	19	472
after global placement	0.138	-1410	81	1400
after detailed placement	0.139	-1440	81	1400
after CTS	0.131	-689	82	823
after global routing	0.158	-709	82	832
final	0.143	-676	82	814
final cells by class:
type / instances / area, sq um / share of cell area
multi-input cells: 18 / 240 / 0.529
repair buffers: 18 / 156 / 0.344
well taps: 46 / 57.6 / 0.127
No activity file was given, so power comes from the tool's default toggle rates.
